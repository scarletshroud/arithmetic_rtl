[./constraint.sdc]
current_design fun

set clk_period 5.7
set clk_io_pct 0.2

create_clock -name clk0 -period $clk_period [get_ports {clk_i}]

set non_clock_inputs [all_inputs -no_clocks]
set_input_delay [expr $clk_period * $clk_io_pct] -clock clk0 $non_clock_inputs
set_output_delay [expr $clk_period * $clk_io_pct] -clock clk0 [all_outputs]
[./design.v]
`timescale 1ns / 1ps
module cube (
    input clk_i,
    input rst_i,
    input [7:0] x_bi,
    input start_i, 
    output busy_o,
    output reg [7:0] y_bo 
);
    localparam IDLE = 3'b000;
    localparam STATE1 = 3'b001;
    localparam STATE2 = 3'b010;
    localparam STATE3 = 3'b011;
    localparam STATE4 = 3'b100;
    localparam START = 6'sd6;
    localparam END = -(6'sd3);
    reg [7:0] x;
    reg [7:0] b;
    reg [5:0] s;
    reg [7:0] y;
    wire [5:0] end_step;
    reg [2:0] state = IDLE;
    reg [2:0] state_next;
    assign end_step = (s == END);
    assign busy_o = (state != IDLE);
    reg [7:0] mul_a; 
    reg [7:0] mul_b;
    wire [15:0] mul_out;
    reg mul_start;
    wire mul_busy;
    mul mul_t (
        .clk_i(clk_i),
        .rst_i(rst_i),
        .a_bi(mul_a), 
        .b_bi(mul_b),
        .start_i(mul_start),
        .busy_o(mul_busy),
        .y_bo(mul_out)
    );
always @(posedge clk_i)
    if (rst_i) begin
        state <= IDLE;
    end else begin
        state <= state_next;
    end
always @* begin
    case(state) 
        IDLE: state_next = (start_i) ? STATE1 : IDLE;
        STATE1: state_next = (end_step) ? IDLE : STATE2;
        STATE2: state_next = mul_busy ? STATE2 : STATE3;
        STATE3: state_next = mul_busy ? STATE3 : STATE4;
        STATE4: state_next = STATE1;
    endcase
end  
always @(posedge clk_i)
    if (rst_i) begin
       s <= START;
       y <= 0;
       y_bo <= 0;
       x <= x_bi;
       mul_start <= 1'b0;
    end else begin
        case(state)
            IDLE: 
                begin
                    if (start_i) begin
                        x <= x_bi;
                        mul_a <= 3;
                        mul_b <= y;
                        s <= START;
                        y <= 0;
                    end
                end
            STATE1:
                begin
                    if (!end_step) begin
                        mul_start <= 1'b1;
                        b <= 1 << s;
                        y <= y << 1;
                    end else begin
                        y_bo <= y;
                    end
                end
            STATE2:
                begin
                    if (!mul_busy) begin
                        mul_a <= mul_out;
                        mul_b <= y + 1;
                        mul_start <= 1'b1;
                    end else begin
                        mul_start <= 1'b0;
                    end
                end
            STATE3:
                begin
                    mul_start <= 1'b0;
                    if (!mul_busy) begin
                        b <= (mul_out + 1) << s;
                        if (x >= b) begin
                            x <= x - b;
                            y <= y + 1;
                        end
                        s <= s - 3;
                    end
                end
            STATE4:
                begin
                    mul_a <= 3;
                    mul_b <= y;
                end
        endcase 
    end
endmodule
`timescale 1ns / 1ps
module fun(
    input clk_i,
    input rst_i,
    input start_i,
    input [7:0] a_bi,
    input [7:0] b_bi,
    output busy_o,
    output reg [7:0] y_bo
);
    localparam IDLE = 3'b000;
    localparam CUBE_ON = 3'b001;
    localparam CUBE_WORK = 3'b010;
    localparam SQRT_ON = 3'b011;
    localparam SQRT_WORK = 3'b100;
    reg [2:0] state;
    reg [2:0] state_next;
    reg [7:0] b;
    wire [7:0] plus_bo; 
    wire [7:0] sqrt_bo;
    wire busy;
    reg cube_start;
    wire cube_busy;
    wire [7:0] cube_bo;
    cube cub_sqrt_t(
        .clk_i(clk_i),
        .rst_i(rst_i),
        .x_bi(b),
        .start_i(cube_start),
        .busy_o(cube_busy),
        .y_bo(cube_bo)
    );
    reg sqrt_start;
    wire sqrt_busy;
    sqrt sqrt_t(
        .clk_i(clk_i),
        .rst_i(rst_i),
        .x_bi(plus_bo),
        .start_i(sqrt_start),
        .busy_o(sqrt_busy),
        .y_bo(sqrt_bo)
    );
    assign busy_o = (state != IDLE);
    assign plus_bo = a_bi + cube_bo;
always @(posedge clk_i)
    if (rst_i) begin
        state <= IDLE;
    end else begin
        state <= state_next;
    end 
always @* begin 
    case(state)
        IDLE: state_next <= (start_i) ? CUBE_ON : IDLE;
        SQRT_WORK: state_next <= (sqrt_busy) ? SQRT_WORK : IDLE;
        SQRT_ON: state_next <= SQRT_WORK;
        CUBE_WORK: state_next <= (cube_busy) ? CUBE_WORK : SQRT_ON;
        CUBE_ON: state_next <= CUBE_WORK;
    endcase
end
always @(posedge clk_i)
        if (rst_i) begin
            y_bo <= 0;
            cube_start <= 1'b0;
            sqrt_start <= 1'b0;
        end else begin
            case (state)
                IDLE:
                    begin
                        if (start_i) begin
                            b <= b_bi;
                            cube_start <= 1'b1;
                        end
                    end
                SQRT_WORK:
                    begin
                        sqrt_start <= 1'b0;
                        if (!sqrt_busy) begin
                            y_bo <= sqrt_bo;
                        end
                    end   
                CUBE_WORK:
                    begin
                        cube_start <= 1'b0;
                        if (!cube_busy) begin
                            sqrt_start <= 1'b1;
                        end
                    end
            endcase
        end
endmodule
`timescale 1ns / 1ps
module mul(
    input clk_i,
    input rst_i,
    input [7:0] a_bi,
    input [7:0] b_bi,
    input start_i, 
    output busy_o,
    output reg [15:0] y_bo 
);
    localparam IDLE = 1'b0;
    localparam WORK = 1'b1;
    reg [3:0] ctr;
    wire [3:0] end_step;
    wire [3:0] part_sum;
    wire [15:0] shifted_part_sum;
    reg [7:0] a, b;
    reg [15:0] part_res;
    reg state;
    reg state_next;
    assign part_sum = a & {8{b[ctr]}};
    assign shifted_part_sum = part_sum << ctr;
    assign end_step = (ctr == 3'd7);  
    assign busy_o = state;
    always @(posedge clk_i)
        if (rst_i) begin
            state <= IDLE;
        end else begin
            state <= state_next;
        end
    always @* begin
        case(state)
            IDLE: state_next = (start_i) ? WORK : IDLE; 
            WORK: state_next = (end_step) ? IDLE : WORK;
        endcase
    end
    always @(posedge clk_i)
        if (rst_i) begin
            ctr <= 0;
            part_res <= 0;
            y_bo <= 0;
        end else begin
            case (state)
                IDLE:
                    if (start_i) begin
                        a <= a_bi;
                        b <= b_bi;
                        ctr <= 0;
                        part_res <= 0;
                    end
                WORK:
                    begin
                        if (end_step) begin 
                            y_bo <= part_res;
                        end
                        part_res <= part_res + shifted_part_sum;
                        ctr <= ctr + 1;
                    end
            endcase 
        end
endmodule
`timescale 1ns / 1ps
module sqrt(
    input clk_i,
    input rst_i,
    input [7:0] x_bi,
    input start_i, 
    output busy_o,
    output reg [7:0] y_bo 
);
    localparam IDLE = 2'b00;
    localparam WORK = 2'b01;
    localparam WORK2 = 2'b10;
    localparam WORK3 = 2'b11;
    localparam START = 6'd6;
    localparam END = 6'd0;
    reg [7:0] x;
    reg [7:0] m;
    reg [7:0] y;
    reg [7:0] b;
    wire end_step;
    reg [1:0] state;
    reg [1:0] state_next;
    assign end_step = (m == END);
    assign busy_o = (state != IDLE);
     always @(posedge clk_i)
        if (rst_i) begin
            state <= IDLE;
        end else begin
            state <= state_next;
        end
    always @* begin
        case(state)
            IDLE: state_next = (start_i) ? WORK : IDLE; 
            WORK: state_next = (end_step) ? IDLE : WORK2;
            WORK2: state_next = WORK3;
            WORK3: state_next = WORK;
        endcase
    end
    always @(posedge clk_i)
        if (rst_i) begin
           m <= 1 << START;
           y <= 0;
           y_bo <= 0;
        end else begin
            case(state)
                IDLE:
                    if (start_i) begin
                        m <= 1 << START;
                        x <= x_bi;
                        y <= 0;
                    end
                WORK:
                    begin
                        if (end_step) begin
                            y_bo <= y;
                        end
                        b <= y | m;
                    end  
                WORK2:
                    begin
                        y <= y >> 1;
                    end
                WORK3:
                    begin
                        if (x >= b) begin
                             x <= x - b;
                             y <= y | m;
                        end
                        m <= m >> 2;
                    end
            endcase 
    end
endmodule
[./run.sh]
#!/bin/bash
# OpenROAD 26Q1-2900-gdf79404cd8, Yosys 0.63+post, stock flow scripts
make -C /OpenROAD-flow-scripts/flow DESIGN_CONFIG=/design/flow/config.mk WORK_HOME=/design/flow/orfs finish
[./config.mk]
export PLATFORM = sky130hd
export DESIGN_NAME = fun
export DESIGN_NICKNAME = fun
export VERILOG_FILES = /design/flow/design.v
export SDC_FILE = /design/flow/constraint.sdc
export NUM_CORES = 4
export LEC_CHECK = 1
export CORE_UTILIZATION = 50
==> flow_summary.ini <==
; generated from flow reports
[run_status]
status = finished, final reports clean

[critical_path]
path_class = register to register
required_ps = 6040
critPathArrivalTime_ps = 3900
critPathSlowestCell = dfxtp_1
cp-start-kind = register
crit_buf_inv = 0
critical-path-top-delay-family = AND-OR/OR-AND gates
cpPeakStageDelay_ps = 660
cp_max_fo = 15
endpoint_kind = register
cp_cell_sequence = mux4_2 -> o211ai_2 -> nor2_1 -> and3_1 -> ha_1 -> a211oi_1 -> o21bai_1 -> a211oi_1 -> o21bai_1 -> xnor2_1 -> mux2_1 -> a21oi_1

[route]
drc = 0
drt_first_iter_violations = 339
firstDrtPassIters = 21
routedWlPerCell_um = 14.83
antenna_cells = 0
viasPerCell = 5.617
routed_wl_um = 14920
num_vias = 5651
ant_nets = 0

[yosys]
ff_type = dfxtp_1
edf_count = 63
yosys_area_um2 = 7645
area_leaders = edfxtp_1, dfxtp_1, ha_1
top_area_cell = edfxtp_1
synthArstFlopShare = 0
yosys_warnings = 4
avgSynthCellArea_um2 = 9.508
synth_stat.cells = 804
synth_flops = 148
ys_types = 72
synth_top_area_share = 0.2475
synthCells = 804
synth_area_um2 = 7645

[grt]
grt_usage = 0.2100
antenna_found_initial = 0
grt_pass1_vias = 5274
grt_pass1_wl_um = 25860
grt_max_degree = 53
gr-total-overflow = 0

[placed_design]
place_inst = 974
pre_cts_ws_ps = 2167
routabilityCongestion = 0.8913
hpwl_um = 10400
port_buffers = 26

[clocking]
cts_max_path_buffers = 2
cts_buffers = 17
cts_tree = yes
clkTransAtPathRegs_ps = 60
clk_latency_ps = 410
hold_buffers = 0
postCtsSetupRepairBufs = 0
htree_num_levels = 4
cts_resized = 0
cts-root-buf = clkbuf_16

[die]
die_area_um2 = 15790
fp-utilization = 0.5201
core_um2 = 14700
rows = 44
io-pin-count = 28
die_w_um = 125.7
dieHeight_um = 125.7

[sta]
untimed_endpoints = 6
rsz0062_at_grt = no
timing.final.crit_period_ps = 3567
max_slew.worst_pin.slew_ps = 908.3
drv_slew = 0
setup_slack_ps = 2133
tns_ps = 0
post-route-period-util = 0.6258
slew_headroom = 0.3898
fmax_ghz = 0.2804
setup_violations = 0
unclocked_regs = 6
skew_ps = 10.92
finalHoldViolations = 0

[pwr]
p_total_mw = 2.275
power_density_nw_per_um2 = 265.5
ir_worst_vdd_v = 0.0002615
leakagePower_nw = 3.389

[final_layout]
comb_area_um2 = 3760
utilization = 0.5829
layout.cells.non_filler = 1006
final_layout_size_suffix_gt1_frac = 0.06691
flop_area_um2 = 3563
layout-area-overhead-vs-synth_pct = 12.08
nFillCells = 1204

[run]
maxCapViolCount = 0
warnings = 26

[min_path]
holdCritPathClass = register to register
[per-layer routing]
layer,vias to the layer above,GRT usage,part of all wire
met1,2598,0.3661,0.51
met4,0,0.02296,0.012
met2,151,0.2895,0.42
met3,14,0.05108,0.059
li1,2888,-,-
met5,-,0,0
[Yosys cell counts (all sizes together) (4+ instances only)]
cell     n
nand4    6
a21oi   62
and2     4
xor2    10
inv     35
nor2    98
mux2i   38
buf     12
clkbuf  34
nor2b   18
fa       4
nand2b  18
ha      34
nor3    24
a211oi   8
a21o    10
edfxtp  63
dfxtp   79
nand3   12
o21bai   5
dlxtn    6
nor3b   14
o32ai    9
and3     9
nand2   61
or3      9
or2      6
mux2     4
xnor2   23
o21ai   34
a22oi    4
[registers in the layout (all words and copies together), names as in the netlist, 8 cells and up]
name,flops
sqrt_t.x,8
cub_sqrt_t.mul_t.b,8
cub_sqrt_t.mul_t.part_res,8
b,8
cub_sqrt_t.b,8
cub_sqrt_t.mul_t.y_bo,8
cub_sqrt_t.y,8
cub_sqrt_t.mul_b,8
cub_sqrt_t.y_bo,8
cub_sqrt_t.x,8
[cell usage in the layout (no fill, tap or decap), types with 8 or more instances in the layout]
cell / n
clkbuf_16: 19
nor2b_1: 17
nor3_1: 23
clkdlybuf4s50_1: 25
or3_1: 9
nor3b_1: 13
inv_1: 35
a21o_1: 10
o32ai_1: 9
nand3_1: 12
mux2i_1: 38
xnor2_1: 23
nand2_1: 60
edfxtp_1: 63
a21oi_1: 62
dfxtp_1: 79
nor2_1: 98
o21ai_0: 32
ha_1: 34
and3_1: 9
xor2_1: 10
nand2b_1: 18
a211oi_1: 8
[area by class of cell]
type                            instances  share of cell area
Multi-Input combinational cell        575              0.4388
Timing Repair Buffer                   32             0.03505
Sequential cell                       148              0.4159
Clock buffer                           22             0.05914
Tap cell                              184             0.02687
Clock inverter                         10            0.008908
Inverter                               35             0.01533
[worst paths after layout]
check                                                          start                                         to  slack (ps)  cells after the start
worst max-delay path            cub_sqrt_t.mul_t.ctr[0]$_SDFFE_PP0P_  cub_sqrt_t.mul_t.part_res[7]$_SDFFE_PP0P_        2130                     12
worst min-delay path               cub_sqrt_t.mul_a[1]$_SDFFCE_PN1P_            cub_sqrt_t.mul_t.a[1]$_DFFE_PP_         410                      0
worst max register to register  cub_sqrt_t.mul_t.ctr[0]$_SDFFE_PP0P_  cub_sqrt_t.mul_t.part_res[7]$_SDFFE_PP0P_        2130                     12
worst min register to register     cub_sqrt_t.mul_a[1]$_SDFFCE_PN1P_            cub_sqrt_t.mul_t.a[1]$_DFFE_PP_         410                      0
[worst register-to-register path: stages, from the launching register on]
cell,delay (ps)
dfxtp_1,660
mux4_2,580
o211ai_2,320
nor2_1,90
and3_1,210
ha_1,220
a211oi_1,310
o21bai_1,140
a211oi_1,240
o21bai_1,100
xnor2_1,170
mux2_1,340
a21oi_1,120
[per-stage QoR]
stage                     instance area [um^2]  hold slack, ps
after global placement                    7985           402.5
final                                     8568           414.1
after floorplan                           7645           400.3
after global routing                      8568           428.1
after detailed placement                  7985           405.4
after CTS                                 8568           417.0
[kinds of logic after synthesis]
logic type,Yosys count,synth area share
xor+xnor,33,0.03781
fa+ha+maj,38,0.06612
mux,43,0.05859
other cells,1,0.0004905
flops,142,0.4543
compound gates,172,0.1444
buf+inv,81,0.04206
latches,6,0.01178
simple gates,288,0.1845
[power breakdown]
part / total (mW) / switching, mW / internal (mW)
Combinational: 0.125 / 0.0707 / 0.0546
Clock: 1.05 / 0.419 / 0.636
Sequential: 1.09 / 0.0157 / 1.08
Total: 2.27 / 0.505 / 1.77
